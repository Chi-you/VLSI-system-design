--- flow/run.sh ---
#!/bin/bash
# OpenROAD 26Q1-2900-gdf79404cd8, Yosys 0.63+post, stock flow scripts
make -C /OpenROAD-flow-scripts/flow DESIGN_CONFIG=/design/flow/config.mk WORK_HOME=/design/flow/orfs finish
--- flow/config.mk ---
export PLATFORM = sky130hd
export DESIGN_NAME = ripple_carry_16_bit
export DESIGN_NICKNAME = ripple_carry_16_bit
export VERILOG_FILES = /design/flow/design.v
export SDC_FILE = /design/flow/constraint.sdc
export NUM_CORES = 4
export LEC_CHECK = 1
export CORE_AREA = 10 10 77 77
export DIE_AREA = 0 0 87 87
--- flow/constraint.sdc ---
current_design ripple_carry_16_bit

set clk_period 15.5
set clk_io_pct 0.2

create_clock -name clk0 -period $clk_period

set non_clock_inputs [all_inputs -no_clocks]
set_input_delay [expr $clk_period * $clk_io_pct] -clock clk0 $non_clock_inputs
set_output_delay [expr $clk_period * $clk_io_pct] -clock clk0 [all_outputs]
--- flow/design.v ---
`timescale 1ns / 1ps
module ripple_carry_16_bit(a, b, cin,sum, cout);
input [15:0] a,b;
input cin;
output [15:0] sum;
output cout;
wire c1,c2,c3;
ripple_carry_4_bit rca1 (
.a(a[3:0]),
.b(b[3:0]),
.cin(cin), 
.sum(sum[3:0]),
.cout(c1)
);
ripple_carry_4_bit rca2(
.a(a[7:4]),
.b(b[7:4]),
.cin(c1),
.sum(sum[7:4]),
.cout(c2));
ripple_carry_4_bit rca3(
.a(a[11:8]),
.b(b[11:8]),
.cin(c2),
.sum(sum[11:8]),
.cout(c3)
);
ripple_carry_4_bit rca4(
.a(a[15:12]),
.b(b[15:12]),
.cin(c3),
.sum(sum[15:12]),
.cout(cout)
);
endmodule
module ripple_carry_4_bit(a, b, cin, sum, cout);
input [3:0] a,b;
input cin;
wire c1,c2,c3;
output [3:0] sum;
output cout;
full_adder fa0(.a(a[0]), .b(b[0]),.cin(cin), .sum(sum[0]),.cout(c1));
full_adder fa1(.a(a[1]), .b(b[1]), .cin(c1), .sum(sum[1]),.cout(c2));
full_adder fa2(.a(a[2]), .b(b[2]), .cin(c2), .sum(sum[2]),.cout(c3));
full_adder fa3(.a(a[3]), .b(b[3]), .cin(c3), .sum(sum[3]),.cout(cout));
endmodule
module full_adder(a,b,cin,sum, cout);
input a,b,cin;
output sum, cout;
wire x,y,z;
half_adder h1(.a(a), .b(b), .sum(x), .cout(y));
half_adder h2(.a(x), .b(cin), .sum(sum), .cout(z));
or or_1(cout,z,y);
endmodule
module half_adder( a,b, sum, cout );
input a,b;
output sum, cout;
xor xor_1 (sum,a,b);
and and_1 (cout,a,b);
endmodule
==> flow_summary.html <==
<h3>Flow metrics</h3>
<table>
<tr><th>Metric</th><th>Value</th></tr>
<tr><th colspan="2">Setup path</th></tr>
<tr><td>CP Launch Type</td><td>input port</td></tr>
<tr><td>Highest cell delay on the worst timing path</td><td>0.48 ns</td></tr>
<tr><td>CP arrival</td><td>10.44 ns</td></tr>
<tr><td>Most prevalent standard cell on the critical path</td><td>sky130_fd_sc_hd__fa_1</td></tr>
<tr><td>CP max FO</td><td>1</td></tr>
<tr><td>Crit path kind</td><td>in2out</td></tr>
<tr><td>Critical path capture point type</td><td>output pin</td></tr>
<tr><td>Cell with the largest stage delay on the worst path</td><td>sky130_fd_sc_hd__clkdlybuf4s50_1</td></tr>
<tr><td>Required time of the critical path</td><td>12.40 ns</td></tr>
<tr><td>Critical path cell sequence</td><td>clkdlybuf4s50_1 &gt; fa_1 &gt; fa_1 &gt; fa_1 &gt; fa_1 &gt; fa_1 &gt; fa_1 &gt; fa_1 &gt; fa_1 &gt; fa_1 &gt; fa_1 &gt; fa_1 &gt; fa_1 &gt; fa_1 &gt; fa_1 &gt; fa_1 &gt; inv_1 &gt; fa_1 &gt; inv_1 &gt; clkdlybuf4s50_1</td></tr>
<tr><th colspan="2">Logic synthesis</th></tr>
<tr><td>Number of synthesis warnings</td><td>0</td></tr>
<tr><td>Yosys stat chip area</td><td>459 um2</td></tr>
<tr><td>Post-synth top area cell</td><td>sky130_fd_sc_hd__fa_1</td></tr>
<tr><td>Average cell area after synthesis</td><td>12.4 um2</td></tr>
<tr><td>Yosys cell count</td><td>37</td></tr>
<tr><td>Leading cell types by total area after synthesis</td><td>sky130_fd_sc_hd__fa_1 (70%), sky130_fd_sc_hd__buf_4 (26%), sky130_fd_sc_hd__inv_1 (4.1%)</td></tr>
<tr><td>Instance count of the mapped netlist</td><td>37</td></tr>
<tr><td>Share of synthesized area occupied by flip-flops and latches</td><td>0%</td></tr>
<tr><td>Netlist area before placement</td><td>459 um2</td></tr>
<tr><td>Top-area cell type share of the netlist area</td><td>69.8%</td></tr>
<tr><td>Count of unique library cells instantiated by Yosys</td><td>3</td></tr>
<tr><th colspan="2">Placement</th></tr>
<tr><td>Half-perimeter wire length after detailed placement</td><td>1490 um</td></tr>
<tr><td>Post-place setup slack</td><td>1.92 ns</td></tr>
<tr><td>Number of port buffers</td><td>50</td></tr>
<tr><td>Post-Place Cell Area</td><td>905 um2</td></tr>
<tr><td>GPL Wtd Cong</td><td>0.760</td></tr>
<tr><th colspan="2">Detailed routing</th></tr>
<tr><td>Count of TritonRoute iterations in the first routing pass</td><td>2</td></tr>
<tr><td>Post-detailed-route count of antenna-violating nets</td><td>0</td></tr>
<tr><td>Ant diodes</td><td>0</td></tr>
<tr><td>Initial drt markers</td><td>2</td></tr>
<tr><td>Avg Vias per Cell</td><td>2.99</td></tr>
<tr><td>Detailed Route WL</td><td>1510 um</td></tr>
<tr><td>Total number of vias</td><td>368</td></tr>
<tr><td>Detailed-route DRC error count</td><td>0</td></tr>
<tr><td>Wirelength per Cell</td><td>12.2 um</td></tr>
<tr><th colspan="2">Layout</th></tr>
<tr><td>Final sequential cell count</td><td>0</td></tr>
<tr><td>Fill cell total of the finished layout</td><td>455</td></tr>
<tr><td>Non-Filler Cell Area, Final</td><td>905 um2</td></tr>
<tr><td>Leading cell type in the layout, fill and taps excluded</td><td>sky130_fd_sc_hd__clkdlybuf4s50_1</td></tr>
<tr><td>Clkbuf count</td><td>0</td></tr>
<tr><td>Commonest cells after routing, fill and taps aside</td><td>sky130_fd_sc_hd__clkdlybuf4s50_1 (50), sky130_fd_sc_hd__fa_1 (16), sky130_fd_sc_hd__inv_1 (5)</td></tr>
<tr><td>Share of post-route cells with drive strength above 1</td><td>0%</td></tr>
<tr><td>P&amp;R area growth vs syn</td><td>97.0%</td></tr>
<tr><td>Layout Utilization</td><td>20.8%</td></tr>
<tr><td>Sequential cell area</td><td>0 um2</td></tr>
<tr><th colspan="2">Power and ir drop</th></tr>
<tr><td>Power density normalized to cell area</td><td>37.8 nW/um2</td></tr>
<tr><td>Maximum ir drop on the vdd rail</td><td>0.0129 mV</td></tr>
<tr><td>Leak pwr</td><td>0.000339 uW</td></tr>
<tr><th colspan="2">Die</th></tr>
<tr><td>Number of ports placed on the die boundary</td><td>50</td></tr>
<tr><td>Effective utilization at floorplan</td><td>10.5%</td></tr>
<tr><td>DIE AREA</td><td>7570 um2</td></tr>
<tr><td>Die outline height</td><td>87 um</td></tr>
<tr><td>Die Span X</td><td>87 um</td></tr>
<tr><td>Placeable core area</td><td>4350 um2</td></tr>
<tr><td>Number of rows created at floorplan</td><td>24</td></tr>
<tr><th colspan="2">Timing</th></tr>
<tr><td>Max-slew headroom</td><td>91.8%</td></tr>
<tr><td>Setup repair after global routing missed its margin</td><td>no</td></tr>
<tr><td>Pin slew with the least headroom to its limit</td><td>0.123 ns</td></tr>
<tr><td>Share of the clock period used by the worst path after layout</td><td>87.4%</td></tr>
<tr><td>Maximum clock frequency</td><td>0.0739 GHz</td></tr>
<tr><td>Post-layout worst setup margin</td><td>1.96 ns</td></tr>
<tr><td>Final hold vios</td><td>0</td></tr>
<tr><td>Final count of negative-setup-slack endpoints</td><td>0</td></tr>
<tr><td>Total negative setup slack</td><td>0 ns</td></tr>
<tr><td>Count of pins over their slew limit</td><td>0</td></tr>
<tr><td>Post-Route Hold Slack</td><td>7.25 ns</td></tr>
<tr><td>Final critical-path required period</td><td>13.54 ns</td></tr>
<tr><th colspan="2">CTS</th></tr>
<tr><td>Post-cts repair resize count</td><td>0</td></tr>
<tr><td>Cts-stage hold buffer count</td><td>0</td></tr>
<tr><td>Post-CTS setup-driven buffer insertion count</td><td>0</td></tr>
<tr><th colspan="2">Global routing</th></tr>
<tr><td>Remaining global-route overflow</td><td>0</td></tr>
<tr><td>Number of antenna violations at the first check in global routing</td><td>0</td></tr>
<tr><td>Number of global-route vias before repair</td><td>440</td></tr>
<tr><td>Global-route wire length before repair</td><td>2230 um</td></tr>
<tr><td>Overall fraction of global-route tracks in use</td><td>3.71%</td></tr>
<tr><td>Maximum number of pins on one net before global-route repair</td><td>2</td></tr>
<tr><th colspan="2">Min path</th></tr>
<tr><td>Worst min-delay path class</td><td>in2out</td></tr>
<tr><th colspan="2">Job</th></tr>
<tr><td>Maxcap violations</td><td>0</td></tr>
<tr><td>OpenROAD warnings</td><td>32</td></tr>
<tr><th colspan="2">Outcome</th></tr>
<tr><td>Outcome</td><td>completed</td></tr>
</table>
-- layer usage --
metal | wire [um] | part of all wire, % | GRT usage, % | vias to the layer above
li1 | - | - | - | 158
met1 | 550 | 37 | 4.27 | 158
met2 | 409 | 27 | 4.33 | 52
met3 | 546 | 36 | 4.81 | 0
met4 | 0 | 0 | 0 | 0
met5 | 0 | 0 | 0 | -
-- worst max-delay path: cells and delay by family --
kind | cells | cell delay, ns
fa+ha+maj | 16 | 6.30
buf+inv | 4 | 1.04
-- cell usage after synthesis (all sizes together) --
library cell   n
fa            16
buf           16
inv            5
-- cell type report --
type,instances,area [um2],area share (%)
Tap cell,52,65.1,7.19
Inverter,5,18.8,2.07
Timing Repair Buffer,50,500,55.3
Multi-Input combinational cell,16,320,35.4
-- stage by stage --
stage / total power, uW / instances
2_1_floorplan: 16.5 / 37
3_3_place_gp: 35.3 / 123
3_5_place_dp: 35.2 / 123
4_1_cts: 35.4 / 123
5_1_grt: 38.9 / 123
6_report: 34.2 / 123
-- power by group --
part	switching (uW)	leakage [uW]	internal, uW
combinational	8.73	0.000339	25.5
clock	0	0	0
sequential	0	0	0
-- path summary, 6_finish.rpt --
| path | from | endpoint | slack (ns) | cells after the start |
|---|---|---|---|---|
| max | a[0] | sum[15] | 1.96 | 20 |
| min | b[15] | cout | 7.25 | 5 |
-- kinds of logic after synthesis --
kind of cell             after synthesis  synth area share [%]
adder cells (fa/ha/maj)               16                  69.8
buffers and inverters                 21                  30.2
Power is estimated from default activity; no workload was simulated.
